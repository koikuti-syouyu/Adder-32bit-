==> design/flow/design.v <==
module Add (
    input wire clk, rst, adv,
    input wire [3:0] in_a, in_b,
    output reg [3:0] result,
    output reg pp, gg
);
    wire [3:0] p, g, c, q;
    assign p = in_a | in_b;
    assign q = in_a ^ in_b;
    assign g = in_a & in_b;
    assign pp = p[0] & p[1] &p[2] & p[3];
    assign gg = g[3] | (p[3] & g[2]) | (p[3] & p[2] & g[1]) | (p[3] & p[2] & p[1] & g[0]);
    assign c[0] = g[0] | (p[0] & adv);
    assign c[1] = g[1] | (p[1] & g[0]) | (p[1] & p[0] & adv);
    assign c[2] = g[2] | (p[2] & g[1]) | (p[2] & p[1] & g[0]) | (p[2] & p[1] & p[0] & adv);
    assign c[3] = g[3] | (p[3] & g[2]) | (p[3] & p[2] & g[1]) | (p[3] & p[2] & p[1] & g[0]) | (p[3] & p[2] & p[1] & p[0] & adv);
    assign result[0] = q[0] ^ adv;
    assign result[1] = q[1] ^ c[0];
    assign result[2] = q[2] ^ c[1];
    assign result[3] = q[3] ^ c[2];
endmodule
module Add32(
    input wire adv,
    input wire [31:0] in_a, in_b,
    output reg [31:0] result,
    output reg c8
);
    wire p0, p1, p2, p3, p4, p5, p6, p7;
    wire g0, g1, g2, g3, g4, g5, g6, g7;
    wire c1, c2, c3, c4, c5, c6, c7;
    Add add0(.adv(adv), .in_a(in_a[3:0]), .in_b(in_b[3:0]), .result(result[3:0]), .pp(p0), .gg(g0));
    Add add1(.adv(c1), .in_a(in_a[7:4]), .in_b(in_b[7:4]), .result(result[7:4]), .pp(p1), .gg(g1));
    Add add2(.adv(c2), .in_a(in_a[11:8]), .in_b(in_b[11:8]), .result(result[11:8]), .pp(p2), .gg(g2));
    Add add3(.adv(c3), .in_a(in_a[15:12]), .in_b(in_b[15:12]), .result(result[15:12]), .pp(p3), .gg(g3));
    Add add4(.adv(c4), .in_a(in_a[19:16]), .in_b(in_b[19:16]), .result(result[19:16]), .pp(p4), .gg(g4));
    Add add5(.adv(c5), .in_a(in_a[23:20]), .in_b(in_b[23:20]), .result(result[23:20]), .pp(p5), .gg(g5));
    Add add6(.adv(c6), .in_a(in_a[27:24]), .in_b(in_b[27:24]), .result(result[27:24]), .pp(p6), .gg(g6));
    Add add7(.adv(c7), .in_a(in_a[31:28]), .in_b(in_b[31:28]), .result(result[31:28]), .pp(p7), .gg(g7));
    assign c1 = g0 | (p0 & adv);
    assign c2 = g1 | (p1 & g0) | (p1 & p0 & adv);
    assign c3 = g2 | (p2 & g1) | (p2 & p1 & g0) | (p2 & p1 & p0 & adv);
    assign c4 = g3 | (p3 & g2) | (p3 & p2 & g1) | (p3 & p2 & p1 & g0) | (p3 & p2 & p1 & p0 & g0);
    assign c5 = g4 | (p4 & g3) | (p4 & p3 & g2) | (p4 & p3 & p2 & g1) | (p4 & p3 & p2 & p1 & g0) | (p4 & p3 & p2 & p1 & p0 & adv);
    assign c6 = g5 | (p5 & g4) | (p5 & p4 & g3) | (p5 & p4 & p3 & g2) | (p5 & p4 & p3 & p2 & g1) | (p5 & p4 & p3 & p2 & p1 & g0) |
                (p5 & p4 & p3 & p2 & p1 & p0 & adv);
    assign c7 = g6 | (p6 & g5) | (p6 & p5 & g4) | (p6 & p5 & p4 & g3) | (p6 & p5 & p4 & p3 & g2) | (p6 & p5 & p4 & p3 & p2 & g1) |
                (p6 & p5 & p4 & p3 & p2 & p1 & g0) | (p6 & p5 & p4 & p3 & p2 & p1 & p0 & adv);
    assign c8 = g7 | (p7 & g6) | (p7 & p6 & g5) | (p7 & p6 & p5 & g4) | (p7 & p6 & p5 & p4 & g3) | (p7 & p6 & p5 & p4 & p3 & g2) |
                (p7 & p6 & p5 & p4 & p3 & p2 & g1) | (p7 & p6 & p5 & p4 & p3 & p2 & p1 & g0) | (p7 & p6 & p5 & p4 & p3 & p2 & p1 & p0 & adv);
endmodule
==> design/flow/run.sh <==
#!/bin/bash
# OpenROAD 26Q1-2900-gdf79404cd8, Yosys 0.63+post, stock flow scripts
make -C /OpenROAD-flow-scripts/flow DESIGN_CONFIG=/design/flow/config.mk WORK_HOME=/design/flow/orfs finish
==> design/flow/config.mk <==
export PLATFORM = sky130hd
export DESIGN_NAME = Add32
export DESIGN_NICKNAME = Add32
export VERILOG_FILES = /design/flow/design.v
export SDC_FILE = /design/flow/constraint.sdc
export NUM_CORES = 4
export LEC_CHECK = 1
export CORE_AREA = 10 10 108 108
export DIE_AREA = 0 0 118 118
==> design/flow/constraint.sdc <==
current_design Add32

set clk_period 5.6
set clk_io_pct 0.2

create_clock -name clk0 -period $clk_period

set non_clock_inputs [all_inputs -no_clocks]
set_input_delay [expr $clk_period * $clk_io_pct] -clock clk0 $non_clock_inputs
set_output_delay [expr $clk_period * $clk_io_pct] -clock clk0 [all_outputs]
==> impl_metrics.py <==
# Metrics from the implementation run
metrics = {
    "floorplan": {
        "io_pins": 98,
        "num_rows": 35,
        "die_h_um": 118,
        "initial_core_util": 0.2549,
        "die_w_um": 118,
        "core_area_um2": 9284,
        "die_area_um2": 13920,
    },
    "routing": {
        "first_iter_violations": 40,
        "ant_nets": 0,
        "num_vias": 2188,
        "postRouteWirelength_um": 5997,
        "drc": 0,
        "first_pass_iters": 4,
        "viasPerCell": 4.082,
        "insertedDiodeCount": 0,
        "post_drt_wl_per_cell_um": 11.19,
    },
    "final_timing": {
        "hold_violations": 0,
        "slew_violations": 0,
        "max_freq_mhz": 187.8,
        "min_period_over_period": 0.9510,
        "worst_slew_pin_slew_ns": 0.6503,
        "setup_viol": 0,
        "fin_tns_setup_ns": 0,
        "holdWs_ns": 3.311,
        "relSlewSlack": 0.5628,
        "period_needed_ns": 5.326,
        "rsz0062_at_grt": "no",
    },
    "logic_synthesis": {
        "synth_area_per_cell_um2": 7.682,
        "postSynthSeqShare": 0,
        "ys_sh_xor": 0.08144,
        "topCombFamilyByArea": "adder cells",
        "ys_types": 50,
        "netlist_instances": 308,
        "ys_sh_simple": 0.1555,
        "mux_share": 0.004231,
        "ys_cells": 308,
        "ys_sh_aoi": 0.2068,
        "yosysChipArea_um2": 2366,
        "synth_warnings": 7,
        "syn-cell-area_um2": 2366,
        "synth-adder-area-share": 0.4061,
    },
    "run": {
        "cap_violations": 0,
        "warnings": 72,
    },
    "global_routing": {
        "grt_pass1_wl_um": 10160,
        "first_global_vias": 2230,
        "grt_max_degree": 7,
        "gr-total-overflow": 0,
        "antenna_found_initial": 0,
        "grtUsageTotal": 0.08491,
    },
    "setup_path": {
        "critical_path_class": "primary input to output port",
        "crit_path_end_kind": "output port",
        "crit_arrival_ns": 4.21,
        "critPathSlowestCell": "o31ai_1",
        "cp_max_fo": 5,
        "critPathLaunchType": "primary input",
        "cp_cell_sequence": "clkdlybuf4s50_1, inv_1, ha_1, inv_1, a21oi_1, o31ai_1, a21oi_2, o211ai_1, inv_1, fa_1, xnor2_1, clkdlybuf4s50_1",
        "crit_top_cell": "inv_1",
        "required_ns": 4.48,
        "slowest_delay_ns": 0.54,
    },
    "cells_and_area": {
        "combGateArea_um2": 2021,
        "nFillCells": 960,
        "clockBufferCount": 0,
        "design_area_um2": 3516,
        "lay_top_cells": "clkdlybuf4s50_1, inv_1, ha_1",
        "lay_top_count": "clkdlybuf4s50_1",
        "area_delta_synth_final_pct": 48.60,
        "flop_area_um2": 0,
        "layout-drive-gt1-share": 0.05651,
        "ff_count": 0,
    },
    "min_path": {
        "worstHoldPathCells": 5,
        "min_from": "in_b[17]",
        "hp-class": "primary input to output port",
        "hold_end": "result[17]",
    },
    "outcome": {
        "outcome": "finished clean",
    },
    "clock_tree": {
        "postCtsSetupRepairBufs": 0,
        "cts-resized-gates": 0,
        "hold_buffers": 0,
    },
    "placed_design": {
        "port_buffers": 98,
        "hpwl_um": 5719,
        "post_dp_cell_area_um2": 3516,
        "gp_congestion": 0.7747,
    },
    "power": {
        "p_leak_nw": 1.725,
        "cellPowerDensity_nw_per_um2": 97.33,
        "peakVddDrop_uv": 46.15,
    },
}
## final cells by class
class | count | area share
Timing Repair Buffer | 99 | 0.2811
Multi-Input combinational cell | 216 | 0.5747
Inverter | 92 | 0.09822
Tap cell | 129 | 0.04591
## routing by layer
metal	vias up	GRT usage	part of all wire
met5	-	0	0
met4	0	0	0
met3	0	0.01896	0.055
met2	48	0.1490	0.48
met1	954	0.1099	0.46
li1	1186	-	-
## per-stage QoR
stage / setup WS, ns / instances / util / power [mW]
after detailed placement: 0.2687 / 536 / 0.3787 / 0.3504
after CTS: 0.2327 / 536 / 0.3787 / 0.3536
final: 0.2744 / 536 / 0.3787 / 0.3422
after floorplan: 1.565 / 308 / - / 0.1568
after global routing: 0.03824 / 536 / 0.3787 / 0.3877
after global placement: 0.2542 / 536 / 0.3787 / 0.3492
## cells in the mapped netlist (all sizes together) (3+ instances only)
library cell / count / area share
xnor2: 18 / 0.067
o21ai: 7 / 0.018
nor3: 5 / 0.011
nand2: 10 / 0.020
nor2b: 6 / 0.016
a31oi: 3 / 0.011
fa: 8 / 0.068
nand3: 4 / 0.0085
nor2: 22 / 0.037
nor3b: 3 / 0.0095
a21oi: 20 / 0.050
inv: 92 / 0.15
o21bai: 6 / 0.019
ha: 64 / 0.34
nor4: 5 / 0.031
xor2: 4 / 0.015
o31ai: 3 / 0.012
## worst max-delay path, delay by kind of cell
family                     cells  cell delay (ns)
xor gates and xnor gates       1             0.17
adders and majority gates      2             0.67
buffers and inverters          5             1.23
AOI/OAI and AO/OA              4             1.01
## worst max path at each step
| stage | start | endpoint | slack [ns] | cells after the start |
|---|---|---|---|---|
| global route | in_a[12] | result[25] | 0.04 | 12 |
| CTS | in_a[1] | result[21] | 0.23 | 12 |
| finish | in_a[13] | result[25] | 0.27 | 12 |
## cell families (layout without fill, tap and decap cells)
logic type      Yosys count  in the layout
simple gates             63             63
buf+inv                  92            191
fa+ha+maj                72             72
mux                       1              1
xor+xnor                 22             22
compound gates           58             58
## where the power goes
group / leakage (nW) / total [mW] / internal, mW / switching [mW]
Sequential: 0 / 0 / 0 / 0
Combinational: 1.73 / 0.342 / 0.211 / 0.131
Clock: 0 / 0 / 0 / 0
No activity file was given, so power comes from the tool's default toggle rates.
